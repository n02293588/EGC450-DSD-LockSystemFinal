### ./design.v
`timescale 1ns / 1ps
module final_project_working(
    input clock, pb,
	 input [2:0] x,
    output reg led, open, close,
	 output reg [3:0] leds,
    output reg [3:0] msbs,
    output reg [3:0] lsbs,
    output reg [6:0] sevseg,
    output reg [3:0] an,
	 output reg [1:0] clk
    );
	reg [3:0] i;
	reg [3:0] j;
	integer count_a = 0;
	integer count_50M = 0;
	integer lock = 0;
	reg pb_press;
	reg [1:0] pb_state;
	reg [3:0] p_state;
	reg [3:0] n_state;
	reg [2:0] x_reg;
	initial begin
		an[0] <= 0;
		an[1] <= 1;
		an[2] <= 1;
		an[3] <= 1;
		pb_state <= 2'b01;
		open <= 0;
		close <= 1;
		p_state <= 4'b0000;
		i <= 6;
		j <= 0;
	end		
	parameter sa_o = 4'b0000, sb_o = 4'b0111, sc_o = 4'b1100, sd_o = 4'b1010;
	parameter sa_c = 4'b0000, sb_c = 4'b0111, sc_c = 4'b1110, sd_c = 4'b1111, se_c = 4'b0110;
	always @ (posedge clock)
	begin
		x_reg <= #5 x;
		p_state <= #5 n_state;
		led <= open;
		close <= ~open;
	end
	always @ (posedge clk[0])
	begin
		an[0] <= ~an[0];
		an[1] <= ~an[1];
		an[2] <= 1;
		an[3] <= 1;
		msbs <= i;
		lsbs <= j;
		pb_press <= pb;
	end
	always @ (posedge pb_press)
	begin
		if(close == 1 && open == 0 && i == 0 && j == 0 || i == 6 && j == 0)
			pb_state <= ~pb_state;
		else
			pb_state <= pb_state;
	end
	always @ (posedge clk[1])
	begin
		if(close == 1 && open == 0)  
		begin
			if(pb_state == 2'b10)    
			begin
				if (i == 0)
				begin
					j = j - 1;
					if(j == 0) begin
						i = 0;
						j = 0;
						lock = 1;		 
					end
				end
				else if (j == 0)
					begin
						i = i - 1;
						j = 9;
					end
				else begin
					j = j - 1; end
			end
		end
		else if(open == 1 && close == 0) begin
			j = 0;
			i = 6; end
	end
	always @ (x_reg or p_state)
	begin
		if (lock == 1) begin  
		n_state = 4'b000;     
		case(p_state)			 
			sa_c: if (x_reg == 3'b000 || x_reg == 3'b010 || x_reg == 3'b100 || x_reg == 3'b110) begin
					n_state = sa_c;
					open <= 0;
					leds <= 4'b0101; end
					else begin
					n_state = sa_c;
					open <= 0;
					leds <= 4'b1010; end
			default: n_state = sa_c;
		endcase
		end
		else if (open == 1 && close == 0) begin	 
		n_state = 4'b0000;								 
		case(p_state)
			sa_c: if (x_reg == 3'b001 || x_reg == 3'b010 || x_reg == 3'b110) begin
					n_state = sb_c;
					open <= 1;
					leds <= sb_c; end
				else if (x_reg == 3'b101) begin
					n_state = sc_c;
					open <= 1;
					leds <= sc_c; end
				else begin
					n_state = sa_c;
					open <= 1;
					leds <= sa_c; end
			sb_c: if (x_reg != 3'b000) begin
					n_state = sb_c;
					open <= 1;
					leds <= sb_c; end
				else begin
					n_state = sa_c;
					open <= 1; 
					leds <= sa_c; end
			sc_c: if (x_reg == 3'b101) begin
					n_state = sc_c;
					open <= 1; 
					leds <= sc_c; end
				else if (x_reg == 3'b001) begin
					n_state = sd_c;
					open <= 1; 
					leds <= sd_c; end
				else begin
					n_state = sb_c;
					open <= 1; 
					leds <= sb_c; end
			sd_c: if (x_reg == 3'b001) begin
					n_state = sd_c;
					open <= 1; 
					leds <= sd_c; end
				else if (x_reg == 3'b000) begin
					n_state = se_c;
					open <= 0; 
					leds <= se_c; end
				else begin
					n_state = sb_c;
					open <= 1; 
					leds <= sb_c; end
			se_c: if (x_reg == 3'b000) begin
					n_state = se_c;
					open <= 0;
					leds <= se_c; end
				else begin
					n_state = sb_c;
					open <= 1;
					leds <= sb_c; end
			default: n_state = sa_c;
			endcase
	end
	else if(open == 0 && close == 1) begin  
	if(pb_state == 2'b10) begin				 
		n_state = 4'b0000;						 
		case(p_state)								 
			sa_o: if (x_reg == 3'b010) begin
					n_state = sb_o;
					open <= 0;
					leds <= sb_o; end
				else begin
					n_state = sa_o;
					open <= 0;
					leds <= sa_o; end
			sb_o: if (x_reg == 3'b010 || x_reg == 3'b110) begin
					n_state = sb_o;
					open <= 0;
					leds <= sb_o; end
				else if (x_reg == 3'b001) begin
					n_state = sb_o;
					open <= 1;
					leds <= sb_o; end
				else if (x_reg == 3'b111) begin
					n_state = sc_o;
					open <= 0; 
					leds <= sc_o; end
				else begin
					n_state = sa_o;
					open <= 0; 
					leds <= sa_o; end
			sc_o: if (x_reg == 3'b111) begin
					n_state = sc_o;
					open <= 0; 
					leds <= sc_o; end
				else if (x_reg == 3'b011) begin
					n_state = sd_o;
					open <= 0; 
					leds <= sd_o; end
				else begin
					n_state = sa_o;
					open <= 0; 
					leds <= sa_o; end
			sd_o: if (x_reg == 3'b001) begin
					n_state = sb_o;
					open <= 0; 
					leds <= sb_o; end
				else if (x_reg == 3'b011) begin
					n_state = sd_o;
					open <= 0; 
					leds <= sd_o; end
				else begin
					n_state = sa_o;
					open <= 0; 
					leds <= sa_o; end
			default: n_state = sa_o;
			endcase
	end
	end
	end
	always @ (posedge clk[0])  
	begin
	if (an[1])
	begin
		case(msbs)
			0: sevseg = 7'b0000001;
			1: sevseg = 7'b1001111;
			2: sevseg = 7'b0010010;
			3: sevseg = 7'b0000110;
			4: sevseg = 7'b1001100;
			5: sevseg = 7'b0100100;
			6: sevseg = 7'b0100000;
			7: sevseg = 7'b0001101;
			8: sevseg = 7'b0000000;
			9: sevseg = 7'b0000100;
			default: sevseg = 7'b0000001;
		endcase
	end
	if (an[0])
	begin
		case(lsbs)
			0: sevseg = 7'b0000001;
			1: sevseg = 7'b1001111;
			2: sevseg = 7'b0010010;
			3: sevseg = 7'b0000110;
			4: sevseg = 7'b1001100;
			5: sevseg = 7'b0100100;
			6: sevseg = 7'b0100000;
			7: sevseg = 7'b0001101;
			8: sevseg = 7'b0000000;
			9: sevseg = 7'b0000100;
			default: sevseg = 7'b0000001;
		endcase
	end
	end
	always @ (posedge clock)  
		if (count_50M < 25000000) count_50M = count_50M + 1;
		else
		begin
			clk[1] = ~clk[1];
			count_50M = 0;
		end
	always @ (posedge clock)  
		if (count_a < 25000) count_a = count_a + 1;
		else
		begin
			clk[0] = ~clk[0];
			count_a = 0;
		end
endmodule
### ./config.mk
export PLATFORM = sky130hd
export DESIGN_NAME = final_project_working
export DESIGN_NICKNAME = final_project_working
export VERILOG_FILES = /design/flow/design.v
export SDC_FILE = /design/flow/constraint.sdc
export NUM_CORES = 4
export LEC_CHECK = 1
export CORE_UTILIZATION = 50
### ./constraint.sdc
current_design final_project_working

set clk_period 3.8
set clk_io_pct 0.2

create_clock -name clk0 -period $clk_period [get_ports {clock}]

set non_clock_inputs [all_inputs -no_clocks]
set_input_delay [expr $clk_period * $clk_io_pct] -clock clk0 $non_clock_inputs
set_output_delay [expr $clk_period * $clk_io_pct] -clock clk0 [all_outputs]
### ./run.sh
#!/bin/bash
# OpenROAD 26Q1-2900-gdf79404cd8, Yosys 0.63+post, stock flow scripts
make -C /OpenROAD-flow-scripts/flow DESIGN_CONFIG=/design/flow/config.mk WORK_HOME=/design/flow/orfs finish
==> insert_results.sql <==
-- load yosys + openroad results
INSERT INTO impl_metrics (metric_group, metric, value, unit) VALUES
('outcome', 'status', 'finished clean', ''),
('clock_tree', 'post-cts-setup-buffer-count', '0', ''),
('pwr', 'power_per_cell_area', '233', 'mW/mm^2'),
('timing', 'setup_tns', '0', 'ns'),
('setup_path', 'critical_path_required', '4.04', 'ns'),
('synthesis', 'yosys_warnings', '4', ''),
('pwr', 'total_leakage_power', '0.00237', 'uW'),
('routing', 'first_pass_iters', '4', ''),
('setup_path', 'r2r-end', 'count_a[30]', ''),
('routing', 'vias', '4045', ''),
('clock_tree', 'cts.repair.resized', '0', ''),
('global_routing', 'grt_util_all_layers', '18.3', '%'),
('flow_run', 'tool_warnings', '31', ''),
('clock_tree', 'clkTransAtPathRegs', '0.07', 'ns'),
('finish', 'final_common_cell', 'sky130_fd_sc_hd__dfxtp_1', ''),
('floorplan', 'chip_area', '0.0116', 'mm^2'),
('floorplan', 'rows', '38', ''),
('timing', 'unconstrained_endpoints', '97', ''),
('synthesis', 'synth.distinct_cells', '59', ''),
('clock_tree', 'worst_skew_pair.late_latency', '0.35', 'ns'),
('clock_tree', 'clock-root-buffer', 'sky130_fd_sc_hd__clkbuf_8', ''),
('place', 'place_area', '0.00594', 'mm^2'),
('setup_path', 'worstReg2RegStart', 'count_a[9]', ''),
('timing', 'slack_of_the_critical_path', '1.59', 'ns'),
('setup_path', 'critical_path.max_stage_delay', '0.62', 'ns'),
('setup_path', 'worstPathMaxFanout', '15', ''),
('synthesis', 'synth-cells-yosys', '602', ''),
('routing', 'drc', '0', ''),
('clock_tree', 'cts_htree_levels', '3', ''),
('synthesis', 'post_synth_instance_area', '0.00557', 'mm^2'),
('timing', 'finalHoldViolations', '0', ''),
('floorplan', 'die-height', '108', 'um'),
('setup_path', 'crit_type', 'flop to flop', ''),
('finish', 'final_layout_top_logic_cells', 'sky130_fd_sc_hd__dfxtp_1, sky130_fd_sc_hd__nor2_1, sky130_fd_sc_hd__xor2_1, sky130_fd_sc_hd__nand2_1, sky130_fd_sc_hd__nand3_1', ''),
('setup_path', 'rr_worst_depth', '5', ''),
('setup_path', 'cpMaxStageDelayCell', 'sky130_fd_sc_hd__nor4b_4', ''),
('place', 'port_buffers', '30', ''),
('synthesis', 'edf_count', '20', ''),
('global_routing', 'gr-total-overflow', '0', ''),
('finish', 'drive_above_1_share', '5.90', '%'),
('place', 'gp_routability_congestion', '0.899', ''),
('finish', 'final_core_utilization', '56.7', '%'),
('synthesis', 'syn_avg_cell_area', '9.24', 'um^2'),
('routing', 'detail_route.antenna_diodes', '0', ''),
('finish', 'fin_cells', '767', ''),
('clock_tree', 'cts.path.max_buffers', '2', ''),
('synthesis', 'synth-async-reset-ratio', '0', '%'),
('floorplan', 'initial_core_util', '51.3', '%'),
('finish', 'finalInstanceArea', '0.00615', 'mm^2'),
('timing', 'final.period_utilization', '58.2', '%'),
('routing', 'vias_per_cell', '5.27', ''),
('global_routing', 'grt_antenna_before_repair', '0', ''),
('floorplan', 'ios', '33', ''),
('timing', 'setup_viol', '0', ''),
('timing', 'worst_slew_margin_rel', '46.0', '%'),
('synthesis', 'syn_inst', '602', ''),
('finish', 'filler_cell_count', '934', ''),
('timing', 'rsz0062_at_grt', 'false', ''),
('timing', 'fin_skew', '0.00784', 'ns'),
('place', 'dp.final_hpwl', '6840', 'um'),
('hold_path', 'min_to', 'count_50M[0]', ''),
('global_routing', 'grt_pass1_vias', '3583', ''),
('routing', 'route.detailed.wl_per_inst', '12.7', 'um'),
('setup_path', 'timing.critical_path.cells', 'and4_4, nor4b_4, and4_1, mux2_2, o221a_2', ''),
('clock_tree', 'tritoncts', 'built', ''),
('floorplan', 'fp.coreArea', '0.0108', 'mm^2'),
('setup_path', 'crit_family', 'simple AND/OR/NAND/NOR gates', ''),
('timing', 'unclocked_pins', '52', ''),
('setup_path', 'r2r_setup_slack', '1.59', 'ns'),
('clock_tree', 'cts_hold_buffers', '0', '');
## through the flow
step / hold WS, ns / power [uW]
6_report: 0.452 / 1430
5_1_grt: 0.483 / 1490
4_1_cts: 0.455 / 1460
3_5_place_dp: 0.436 / 830
3_3_place_gp: 0.428 / 831
2_1_floorplan: 0.418 / 825
## power breakdown
part	leakage [uW]	internal, uW	switching, uW	total, uW
logic	0.00126	8.89	5.50	14.4
clock network	0.000106	338	281	619
registers	0.00101	791	7.11	798
total	0.00237	1140	294	1430
## how the worst max path moves through the flow
stage / startpoint / end / cells after the start
4_1_cts: clk[1] / clk[1] / 1
5_1_grt: count_a[9] / count_a[30] / 5
6_report: count_a[9] / count_a[30] / 5
## area by class of cell
| type | instances | area [um^2] | share of cell area (%) |
|---|---|---|---|
| clock buffer | 12 | 155 | 2.52 |
| inverter | 28 | 105 | 1.71 |
| multi-input combinational | 421 | 2630 | 42.8 |
| timing repair buffer | 35 | 338 | 5.49 |
| tap | 140 | 175 | 2.85 |
| clock inverter | 4 | 48.8 | 0.794 |
| sequential | 127 | 2700 | 43.9 |
## per-layer routing
metal	GRT usage, %	vias up	share of wire [%]
met5	0	-	0
met4	2.35	0	1.3
met3	2.59	14	3.0
met2	27.5	65	44
met1	30.0	1856	51
li1	-	2110	-
## kinds of logic after synthesis
group                      after synthesis  share of synthesized area, %
AOI/OAI and AO/OA                       63                          7.67
xor gates and xnor gates                62                          9.76
adders and majority gates               10                          2.25
buffers and inverters                   56                          4.50
DFF                                    118                          46.0
latches                                  9                          2.43
muxes                                   12                          2.34
other                                    1                        0.0674
and+or+nand+nor                        271                          25.0
## cells in the mapped netlist (4+ instances only)
| library cell | count | area, um^2 |
|---|---|---|
| sky130_fd_sc_hd__dfxtp_1 | 98 | 1960 |
| sky130_fd_sc_hd__nor2_1 | 92 | 345 |
| sky130_fd_sc_hd__xor2_1 | 41 | 359 |
| sky130_fd_sc_hd__nand2_1 | 39 | 146 |
| sky130_fd_sc_hd__nand3_1 | 31 | 155 |
| sky130_fd_sc_hd__inv_1 | 28 | 105 |
| sky130_fd_sc_hd__nand4_1 | 22 | 138 |
| sky130_fd_sc_hd__xnor2_1 | 21 | 184 |
| sky130_fd_sc_hd__a21oi_1 | 20 | 100 |
| sky130_fd_sc_hd__edfxtp_1 | 20 | 601 |
| sky130_fd_sc_hd__nor3_1 | 19 | 95.1 |
| sky130_fd_sc_hd__clkbuf_1 | 16 | 60.1 |
| sky130_fd_sc_hd__o21ai_0 | 12 | 60.1 |
| sky130_fd_sc_hd__and3_1 | 10 | 62.6 |
| sky130_fd_sc_hd__ha_1 | 10 | 125 |
| sky130_fd_sc_hd__nand2b_1 | 10 | 62.6 |
| sky130_fd_sc_hd__nor2b_1 | 10 | 62.6 |
| sky130_fd_sc_hd__dlxtn_1 | 9 | 135 |
| sky130_fd_sc_hd__mux2_2 | 8 | 90.1 |
| sky130_fd_sc_hd__and4_1 | 7 | 61.3 |
| sky130_fd_sc_hd__nor4_1 | 7 | 43.8 |
| sky130_fd_sc_hd__buf_2 | 5 | 25.0 |
| sky130_fd_sc_hd__o22ai_1 | 5 | 31.3 |
| sky130_fd_sc_hd__mux2i_1 | 4 | 40.0 |
| sky130_fd_sc_hd__or3_1 | 4 | 25.0 |
| sky130_fd_sc_hd__or4_1 | 4 | 30.0 |
Power figures rest on the tool's default switching activity, not on a simulated workload.
